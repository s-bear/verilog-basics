$ cat ./design.v
`timescale 1ns / 10ps
module fifo_sync #(
    parameter DataWidth = 16,
    parameter DataDepth = 1024,
    parameter AddrWidth = 10,
    parameter InitFile = "",
    parameter InitCount = 0,
    parameter VendorImpl = ""
)(
    input wire clk,
    input wire reset,
    input wire write_en,
    input wire [DataWidth-1:0] write_data,
    output reg fifo_full,
    input wire read_en,
    output wire [DataWidth-1:0] read_data,
    output reg fifo_empty
);
reg [AddrWidth-1:0] write_addr, write_addr_D;
reg [AddrWidth-1:0] read_addr, read_addr_D;
reg first_write, first_write_D;  
reg do_write, fifo_full_D, fifo_empty_D;
wire [AddrWidth-1:0] next_write_addr = (write_addr + 1) % DataDepth;
wire [AddrWidth-1:0] next_read_addr = (read_addr + 1) % DataDepth;
wire do_read = (read_en & ~fifo_empty) | (~first_write & fifo_empty);
ram_dp #(
    .DataWidth(DataWidth),     
    .DataDepth(DataDepth),  
    .AddrWidth(AddrWidth),    
    .InitFile(InitFile),     
    .InitValue(0),     
    .InitCount(InitCount),     
    .VendorImpl(VendorImpl)
) mem (
    .write_clk(clk),   
    .write_en(do_write),    
    .write_addr(write_addr),  
    .write_data(write_data),  
    .read_clk(clk),    
    .read_en(do_read),     
    .read_addr(read_addr_D),   
    .read_data(read_data)    
);
generate
if(InitCount > 0) initial begin
    write_addr = InitCount % DataDepth;
    read_addr  = 0;
    fifo_full  = (InitCount == DataDepth);
    fifo_empty = 0;
end
endgenerate
always @* begin
    write_addr_D = write_addr;
    read_addr_D = read_addr;
    fifo_full_D = fifo_full;
    fifo_empty_D = fifo_empty;
    first_write_D = first_write;
    if(first_write == 1'b0) fifo_empty_D = 1'b0;
    do_write = 1'b0;
    if(write_en == 1'b1 && read_en == 1'b1) begin
        do_write = 1'b1;
        write_addr_D = next_write_addr;
        if(fifo_empty == 1'b1) begin  
            fifo_full_D = (next_write_addr == read_addr);
            first_write_D = 1'b0;
        end else begin  
            read_addr_D = next_read_addr;
        end
    end else if(write_en == 1'b1) begin
        if(fifo_full == 1'b0) begin
            do_write = 1'b1;
            write_addr_D = next_write_addr;
            fifo_full_D = (next_write_addr == read_addr);
            if(fifo_empty) first_write_D = 1'b0;
        end
    end else if(read_en == 1'b1) begin
        if(fifo_empty == 1'b0) begin
            fifo_full_D = 1'b0;
            read_addr_D = next_read_addr;
            fifo_empty_D = (next_read_addr == write_addr);
            first_write_D = fifo_empty_D;
        end
    end
end
always @(posedge clk) begin
    if(reset) begin
        write_addr <= 0;
        read_addr <= 0;
        fifo_full <= 1'b0;
        fifo_empty <= 1'b1;
        first_write <= 1'b1;
    end else begin 
        write_addr <= write_addr_D;
        read_addr <= read_addr_D;
        fifo_full <= fifo_full_D;
        fifo_empty <= fifo_empty_D;
        first_write <= first_write_D;
    end
end
endmodule
`timescale 1ns/10ps
module ram_dp #(
    parameter DataWidth = 8,
    parameter DataDepth = 1024,
    parameter AddrWidth = 10,
    parameter MaskEnable = 0,
    parameter InitFile = "",
    parameter InitValue = 0,
    parameter InitCount = 0,
    parameter VendorImpl = "",
    parameter VendorDebug = 0
) (
    input wire write_clk,
    input wire write_en,
    input wire [AddrWidth-1:0] write_addr,
    input wire [DataWidth-1:0] write_data,
    input wire [DataWidth-1:0] write_mask,
    input wire read_clk,
    input wire read_en,
    input wire [AddrWidth-1:0] read_addr,
    output wire [DataWidth-1:0] read_data
);
generate
case(VendorImpl)
"ICE40":  
    ram_dp_ice40 #(
        .DataWidth(DataWidth),
        .DataDepth(DataDepth),
        .AddrWidth(AddrWidth),
        .MaskEnable(MaskEnable),
        .InitValue(InitValue),
        .Debug(VendorDebug)
    ) ram_dp_ice40_0 (
        .write_clk(write_clk),  
        .write_en(write_en),  
        .write_addr(write_addr),  
        .write_data(write_data),  
        .write_mask(write_mask),  
        .read_clk(read_clk),  
        .read_en(read_en),  
        .read_addr(read_addr),  
        .read_data(read_data)  
    );
default:  
    ram_dp_generic #(
        .DataWidth(DataWidth),     
        .DataDepth(DataDepth),  
        .AddrWidth(AddrWidth),    
        .MaskEnable(MaskEnable),    
        .InitFile(InitFile),     
        .InitValue(InitValue),     
        .InitCount(InitCount)     
    ) ram_dp_generic_0 (
        .write_clk(write_clk),   
        .write_en(write_en),    
        .write_addr(write_addr),  
        .write_data(write_data),  
        .write_mask(write_mask),  
        .read_clk(read_clk),    
        .read_en(read_en),     
        .read_addr(read_addr),   
        .read_data(read_data)    
    );
endcase
endgenerate
endmodule
`timescale 1ns/10ps
module ram_dp_generic #(
    parameter DataWidth = 8,
    parameter DataDepth = 1024,
    parameter AddrWidth = 10,
    parameter MaskEnable = 0,
    parameter InitFile = "",
    parameter InitValue = 0,
    parameter InitCount = 0
) (
    input wire write_clk,
    input wire write_en,
    input wire [AddrWidth-1:0] write_addr,
    input wire [DataWidth-1:0] write_data,
    input wire [DataWidth-1:0] write_mask,
    input wire read_clk,
    input wire read_en,
    input wire [AddrWidth-1:0] read_addr,
    output reg [DataWidth-1:0] read_data
);
reg [DataWidth-1:0] mem [0:DataDepth-1];
generate
if(InitCount > 0) begin
    integer i;
    initial begin
        if(InitFile != "") begin
            $readmemh(InitFile, mem, 0, InitCount-1);
        end else begin
            for(i = 0; i < InitCount && i < DataDepth; i = i + 1)
                mem[i] = InitValue[DataWidth-1:0];
        end
        read_data <= mem[0];
    end
end
endgenerate
generate
if(MaskEnable == 0) begin
    always @(posedge write_clk) begin
        if(write_en == 1'b1) mem[write_addr] <= write_data;
    end
end else begin  
    always @(posedge write_clk) begin
        if(write_en == 1'b1) begin
            mem[write_addr] <= (mem[write_addr] & write_mask) | (write_data & ~write_mask);
        end
    end
end
endgenerate
always @(posedge read_clk) begin
    if(read_en == 1'b1) read_data <= mem[read_addr];
end
endmodule
$ cat ./run.sh
#!/bin/bash
# OpenROAD 26Q1-2900-gdf79404cd8, Yosys 0.63+post, stock flow scripts
make -C /OpenROAD-flow-scripts/flow DESIGN_CONFIG=/design/flow/config.mk WORK_HOME=/design/flow/orfs finish
$ cat ./config.mk
export PLATFORM = sky130hd
export DESIGN_NAME = fifo_sync
export DESIGN_NICKNAME = fifo_sync
export VERILOG_FILES = /design/flow/design.v
export SDC_FILE = /design/flow/constraint.sdc
export NUM_CORES = 4
export LEC_CHECK = 1
export CORE_UTILIZATION = 30
export SYNTH_MEMORY_MAX_BITS = 65536
$ cat ./constraint.sdc
current_design fifo_sync

set clk_period 621.9
set clk_io_pct 0.2

create_clock -name clk0 -period $clk_period [get_ports {clk}]

set non_clock_inputs [all_inputs -no_clocks]
set_input_delay [expr $clk_period * $clk_io_pct] -clock clk0 $non_clock_inputs
set_output_delay [expr $clk_period * $clk_io_pct] -clock clk0 [all_outputs]
==> metrics.txt <==
# HELP chip_impl_metric Yosys and OpenROAD flow results
# TYPE chip_impl_metric gauge
chip_impl_metric{name="portBuffers",unit=""} 37
chip_impl_info{name="timing.hold.worst_endpoint",value="fifo_full$_SDFFE_PP0P_"} 1
chip_impl_metric{name="critical_path_buf_inv_count",unit=""} 12
chip_impl_info{name="slowest_stage",value="and4_1"} 1
chip_impl_metric{name="post_drt_via_cell_ratio",unit=""} 5.25
chip_impl_metric{name="globalplace.congestion",unit=""} 0.924
chip_impl_metric{name="critical_path.max_stage_delay",unit="ns"} 1.05
chip_impl_info{name="yosys.area.top_type",value="edfxtp_1"} 1
chip_impl_metric{name="via_count",unit=""} 375057
chip_impl_metric{name="worst_ep_required_time",unit="ns"} 623.00
chip_impl_info{name="dominantRegCellSynth",value="edfxtp_1"} 1
chip_impl_metric{name="postPlaceCellArea",unit="um^2"} 698000
chip_impl_metric{name="max_freq",unit="GHz"} 0.00753
chip_impl_info{name="worstHoldPathType",value="reg -> reg"} 1
chip_impl_metric{name="total_power",unit="mW"} 2.30
chip_impl_info{name="layout_top_cell_excl_fill_tap",value="edfxtp_1"} 1
chip_impl_metric{name="final.min_clock_period",unit="ns"} 132.89
chip_impl_info{name="hold_start",value="fifo_full$_SDFFE_PP0P_"} 1
chip_impl_metric{name="timing.setup.tns",unit="ns"} 0
chip_impl_metric{name="max-cap-violations",unit=""} 1
chip_impl_info{name="worst_r2r_startpoint",value="read_addr[1]$_SDFF_PP0_"} 1
chip_impl_metric{name="ys_seq_share",unit="%"} 75.5
chip_impl_metric{name="post_synth_instance_area",unit="um^2"} 653000
chip_impl_metric{name="place_inst",unit=""} 68009
chip_impl_metric{name="ys_area",unit="um^2"} 653000
chip_impl_metric{name="grt_first_pass_wirelength",unit="mm"} 3000
chip_impl_metric{name="finish.instance_area",unit="um^2"} 750000
chip_impl_metric{name="clock-skew-final",unit="ns"} 0.188
chip_impl_metric{name="yosys.area.top_type_share",unit="%"} 75.5
chip_impl_metric{name="dp_slack",unit="ns"} 488.00
chip_impl_metric{name="top_level_ports",unit=""} 38
chip_impl_metric{name="whs",unit="ns"} 0.634
chip_impl_metric{name="worst_hold_path.num_cells",unit=""} 4
chip_impl_metric{name="post_drt_wl_per_cell",unit="um"} 30.3
chip_impl_metric{name="final-max-slew-violation-count",unit=""} 17
chip_impl_metric{name="cts_sinks",unit=""} 16423
chip_impl_info{name="rsz0062_at_grt",value="false"} 1
chip_impl_metric{name="drt_pass1_iterations",unit=""} 8
chip_impl_metric{name="cts_setup_buffers",unit=""} 0
chip_impl_metric{name="areaGrowthSynthToFinish",unit="%"} 15.0
chip_impl_info{name="critical_path.cell_chain",value="clkdlybuf4s50_1 > buf_4 > nand3b_1 > o21ai_4 > buf_4 > buf_4 > buf_4 > buf_12 > buf_4 > buf_4 > buf_4 > buf_12 > buf_4 > mux4_2 > a2111oi_0 > buf_4 > o22ai_1 > and4_1 > a311oi_1 > a2111oi_2"} 1
chip_impl_info{name="tritoncts",value="built"} 1
chip_impl_metric{name="final_antenna_net_count",unit=""} 0
chip_impl_metric{name="layout_setup_ws",unit="ns"} 489.01
chip_impl_metric{name="detailed_placement_hpwl",unit="mm"} 1350
chip_impl_metric{name="fin_cells",unit=""} 71479
chip_impl_metric{name="post_synth.cell_area_avg",unit="um^2"} 16.6
chip_impl_metric{name="power.density",unit="nW/um^2"} 3.07
chip_impl_metric{name="cts.reportedPaths.clkPinSlew",unit="ns"} 0.06
chip_impl_metric{name="std_cell_rows",unit=""} 541
chip_impl_metric{name="r2r_cells",unit=""} 19
chip_impl_info{name="violations",value="max-capacitance violations, max-slew violations"} 1
chip_impl_metric{name="stage_log_warnings",unit=""} 86
chip_impl_metric{name="ir_drop",unit="mV"} 0.00301
chip_impl_info{name="startpoint_type",value="input pin"} 1
chip_impl_metric{name="antenna_violations_before_repair",unit=""} 222
chip_impl_metric{name="grt_pass1_vias",unit=""} 387364
chip_impl_info{name="cpMostUsedCell",value="buf_4"} 1
chip_impl_metric{name="final-setup-viol-count",unit=""} 0
chip_impl_metric{name="total_leakage_power",unit="nW"} 232
chip_impl_metric{name="drc_errors",unit=""} 0
chip_impl_metric{name="timing.critical_path.fanout_max",unit=""} 80
chip_impl_metric{name="worst_slew_margin_rel",unit="%"} -2.33
chip_impl_info{name="type_of_the_worst_setup_path",value="in -> reg"} 1
chip_impl_metric{name="yosysWarnings",unit=""} 2
chip_impl_metric{name="clock_tree.htree_level_count",unit=""} 7
chip_impl_metric{name="chip_area",unit="um^2"} 2180000
chip_impl_metric{name="die_w",unit="mm"} 1.48
chip_impl_info{name="layout_top_cells",value="edfxtp_1, nand2_1, mux2i_1"} 1
chip_impl_info{name="synthTopCellsByArea",value="edfxtp_1, mux4_2, mux2i_1"} 1
chip_impl_metric{name="yosys.cell_types.count",unit=""} 105
chip_impl_metric{name="pin_count_of_the_biggest_net_entering_global_routing",unit=""} 116
chip_impl_metric{name="grt_util_all_layers",unit="%"} 20.8
chip_impl_info{name="timing.critical_path.max_delay_family",value="buffers and inverters"} 1
chip_impl_metric{name="design.core.area",unit="um^2"} 2170000
chip_impl_info{name="rr_endpoint",value="mem.genblk1.ram_dp_generic_0.read_data[6]$_DFFE_PP_"} 1
chip_impl_metric{name="finalCoreUtilization",unit="%"} 34.6
chip_impl_info{name="clock_root_buffer",value="clkbuf_16"} 1
chip_impl_metric{name="layout_worst_path_cycle_share",unit="%"} 21.4
chip_impl_metric{name="drt_wl_total",unit="mm"} 2170
chip_impl_metric{name="yosys_register_bits",unit=""} 16423
chip_impl_metric{name="cts-buffers-inserted",unit=""} 1702
chip_impl_metric{name="die_height",unit="mm"} 1.48
chip_impl_metric{name="post_synth_inst_count",unit=""} 39228
chip_impl_metric{name="synth.yosys.num_cells",unit=""} 39228
chip_impl_metric{name="initial_utilization",unit="%"} 30.1
chip_impl_metric{name="number_of_enable_type_register_cells_in_the_synthesized_netlist",unit=""} 16400
chip_impl_metric{name="postCtsResizedCells",unit=""} 0
chip_impl_metric{name="clock_tree.buffer_depth",unit=""} 6
chip_impl_metric{name="asyncSetResetFlopFracSynth",unit="%"} 0
chip_impl_metric{name="cts_hold_repair.buffers",unit=""} 0
chip_impl_metric{name="finalHoldViolations",unit=""} 0
chip_impl_metric{name="max_slew.worst_pin.slew",unit="ns"} 1.53
chip_impl_metric{name="drt_iter0_markers",unit=""} 28661
chip_impl_metric{name="globalRouteOverflowTotal",unit=""} 0
chip_impl_metric{name="r2r_setup_slack",unit="ns"} 611.47
chip_impl_metric{name="final_layout_size_suffix_gt1_share",unit="%"} 16.1
chip_impl_metric{name="timing.critical_path.arrival",unit="ns"} 133.99
chip_impl_info{name="end_kind",value="flop"} 1
chip_impl_metric{name="worst_skew_pair.late_latency",unit="ns"} 1.42
chip_impl_info{name="outcome",value="finished, violations left"} 1
per-layer routing:
| metal | GRT usage [%] | vias up | part of all wire, % |
|---|---|---|---|
| met1 | 20.5 | 186054 | 30 |
| li1 | - | 159199 | - |
| met3 | 18.9 | 4386 | 20 |
| met5 | 3.89 | - | 0.31 |
| met4 | 9.91 | 269 | 5.8 |
| met2 | 29.2 | 25149 | 44 |
cell usage after synthesis (all sizes together), types with 23 or more instances:
cell type,n
nor3,38
o32ai,47
mux2i,2890
a221o,25
edfxtp,16400
xnor2,27
a32oi,994
a221oi,126
o221ai,38
a31oi,450
a311oi,89
a32o,58
nor2,1322
a2111oi,247
a22oi,308
o2111ai,30
nand4,490
clkbuf,959
dfxtp,23
o22ai,406
a21oi,766
nand3,1823
o21ai,165
o22a,34
and2,59
buf,1789
mux4,1570
and3,156
a211oi,393
o211a,254
nor4,80
nand2,6647
a22o,42
o211ai,193
kinds of logic (layout without fill, tap and decap cells):
| logic type | Yosys count | in the layout | synth area share, % |
|---|---|---|---|
| adders and majority gates | 5 | 5 | 0.00959 |
| and+or+nand+nor | 10708 | 10708 | 6.88 |
| AOI/OAI and AO/OA | 4814 | 4814 | 5.51 |
| xor gates and xnor gates | 43 | 43 | 0.0646 |
| muxes | 4470 | 4470 | 9.87 |
| buffers and inverters | 2765 | 5748 | 2.14 |
| DFF | 16423 | 16423 | 75.5 |
| other | 0 | 489 | 0 |
registers in the layout (all words and copies together), names as in the netlist:
name	cells
fifo_empty	1
fifo_full	1
first_write	1
mem.genblk1.ram_dp_generic_0.mem	16384
mem.genblk1.ram_dp_generic_0.read_data	16
read_addr	10
write_addr	10
cell type report:
type | count | area [um^2]
clock buffer | 2095 | 44400
timing repair buffer | 2751 | 21500
tap | 28779 | 36000
inverter | 17 | 78.8
sequential | 16423 | 493000
clock inverter | 885 | 6830
fill | 200962 | 1420000
multi-input combinational | 20040 | 147000
antenna | 489 | 1220
worst min-delay path: cells and delay by family (launching register included):
family	cells	cell delay [ns]
DFF	1	0.31
AOI/OAI and AO/OA	2	0.13
buffers and inverters	1	0.08
and+or+nand+nor	1	0.08
where the power goes:
part           total (mW)  switching [mW]  leakage, nW  internal (mW)
Sequential           1.22        0.000898          148           1.22
Combinational       0.123          0.0853         59.3         0.0372
Clock               0.961           0.417         25.1          0.544
how the worst max path moves through the flow:
| stage | startpoint | slack (ns) | to | cells after the start |
|---|---|---|---|---|
| global route | read_en | 488.74 | mem.genblk1.ram_dp_generic_0.read_data[6]$_DFFE_PP_ | 20 |
| finish | read_en | 489.01 | mem.genblk1.ram_dp_generic_0.read_data[6]$_DFFE_PP_ | 20 |
| CTS | read_en | 489.37 | mem.genblk1.ram_dp_generic_0.read_data[6]$_DFFE_PP_ | 20 |
No activity file was given, so power comes from the tool's default toggle rates.
