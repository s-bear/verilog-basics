===== ./constraint.sdc =====
current_design fifo_async

set clk_period 666.3
set clk_io_pct 0.2

create_clock -name clk0 -period $clk_period [get_ports {read_clk}]
create_clock -name clk1 -period $clk_period [get_ports {write_clk}]

set non_clock_inputs [all_inputs -no_clocks]
set_input_delay [expr $clk_period * $clk_io_pct] -clock clk0 $non_clock_inputs
set_output_delay [expr $clk_period * $clk_io_pct] -clock clk0 [all_outputs]

===== ./config.mk =====
export PLATFORM = sky130hd
export DESIGN_NAME = fifo_async
export DESIGN_NICKNAME = fifo_async
export VERILOG_FILES = /design/flow/design.v
export SDC_FILE = /design/flow/constraint.sdc
export NUM_CORES = 4
export LEC_CHECK = 1
export CORE_UTILIZATION = 30
export SYNTH_MEMORY_MAX_BITS = 65536

===== ./design.v =====
`timescale 1ns/10ps
module fifo_async #(
    parameter DataWidth = 16,
    parameter DataDepth = 1024,
    parameter AddrWidth = 10,
    parameter SyncStages = 2,
    parameter InitFile = "",
    parameter InitCount = 0,
    parameter VendorImpl = ""
) (
    input wire write_clk,
    input wire write_reset,
    input wire write_en,
    input wire [DataWidth-1:0] write_data,
    output reg fifo_full,
    input wire read_clk,
    input wire read_reset,
    input wire read_en,
    output wire [DataWidth-1:0] read_data,
    output reg fifo_empty
);
function [AddrWidth:0] bin_to_gray;
    input [AddrWidth:0] bin;
    bin_to_gray = {bin[AddrWidth], bin[AddrWidth:1] ^ bin[AddrWidth-1:0]};
endfunction
reg [AddrWidth:0] write_addr, write_addr_D;
reg [AddrWidth:0] write_addr_gray, write_addr_gray_D;
wire [AddrWidth:0] read_addr_gray_sync;
reg fifo_full_D;
wire write_en_not_full = (write_en == 1'b1 && fifo_full == 1'b0);
reg [AddrWidth:0] read_addr, read_addr_D;
reg [AddrWidth:0] read_addr_gray, read_addr_gray_D;
wire [AddrWidth:0] write_addr_gray_sync;
reg fifo_empty_D;
wire read_en_not_empty = (read_en == 1'b1 && fifo_empty == 1'b0);
ram_dp #(
    .DataWidth(DataWidth),     
    .DataDepth(DataDepth),  
    .AddrWidth(AddrWidth),    
    .InitFile(InitFile),     
    .InitValue(0),     
    .InitCount(InitCount),     
    .VendorImpl(VendorImpl)
) mem (
    .write_clk(write_clk),   
    .write_en(write_en_not_full),    
    .write_addr(write_addr[AddrWidth-1:0]),  
    .write_data(write_data),  
    .read_clk(read_clk),    
    .read_en(1'b1),     
    .read_addr(read_addr_D[AddrWidth-1:0]),   
    .read_data(read_data)    
);
generate
if(InitCount > 0) initial begin
    write_addr = InitCount;
    write_addr_gray = bin_to_gray(InitCount);
    read_addr = 0;
    read_addr_gray = 0;
    fifo_full = (InitCount == DataDepth);
    fifo_empty = 0;
end
endgenerate
synchronizer #(
    .Width(AddrWidth+1),
    .Stages(SyncStages),
    .Init(InitCount),
    .InitValue(0)
) write_clk_sync (
    .clk(write_clk),
    .reset(write_reset),
    .in(read_addr_gray),
    .out(read_addr_gray_sync)
);
synchronizer #(
    .Width(AddrWidth+1),
    .Stages(SyncStages),
    .Init(InitCount),
    .InitValue(bin_to_gray(InitCount))
) read_clk_sync (
    .clk(read_clk),
    .reset(read_reset),
    .in(write_addr_gray),
    .out(write_addr_gray_sync)
);
always @* begin
    write_addr_D = write_addr;
    if(write_en_not_full) begin
        write_addr_D = write_addr + 1;
    end
    write_addr_gray_D = bin_to_gray(write_addr_D);
    fifo_full_D = 
        (write_addr_gray_D == {~read_addr_gray_sync[AddrWidth:AddrWidth-1],
                                read_addr_gray_sync[AddrWidth-2:0]});
    read_addr_D = read_addr;
    if(read_en_not_empty) begin
        read_addr_D = read_addr + 1;
    end
    read_addr_gray_D = bin_to_gray(read_addr_D);
    fifo_empty_D = (read_addr_gray_D == write_addr_gray_sync);
end
always @(posedge write_clk or posedge write_reset) begin
    if(write_reset) begin
        write_addr <= 0;
        write_addr_gray <= 0;
        fifo_full <= 1'b0;
    end else begin
        write_addr <= write_addr_D;
        write_addr_gray <= write_addr_gray_D;
        fifo_full <= fifo_full_D;
    end
end
always @(posedge read_clk or posedge read_reset) begin
    if(read_reset) begin
        read_addr <= 0;
        read_addr_gray <= 0;
        fifo_empty <= 1'b1;
    end else begin
        read_addr <= read_addr_D;
        read_addr_gray <= read_addr_gray_D;
        fifo_empty <= fifo_empty_D;
    end
end
endmodule
`timescale 1ns/10ps
module ram_dp #(
    parameter DataWidth = 8,
    parameter DataDepth = 1024,
    parameter AddrWidth = 10,
    parameter MaskEnable = 0,
    parameter InitFile = "",
    parameter InitValue = 0,
    parameter InitCount = 0,
    parameter VendorImpl = "",
    parameter VendorDebug = 0
) (
    input wire write_clk,
    input wire write_en,
    input wire [AddrWidth-1:0] write_addr,
    input wire [DataWidth-1:0] write_data,
    input wire [DataWidth-1:0] write_mask,
    input wire read_clk,
    input wire read_en,
    input wire [AddrWidth-1:0] read_addr,
    output wire [DataWidth-1:0] read_data
);
generate
case(VendorImpl)
"ICE40":  
    ram_dp_ice40 #(
        .DataWidth(DataWidth),
        .DataDepth(DataDepth),
        .AddrWidth(AddrWidth),
        .MaskEnable(MaskEnable),
        .InitValue(InitValue),
        .Debug(VendorDebug)
    ) ram_dp_ice40_0 (
        .write_clk(write_clk),  
        .write_en(write_en),  
        .write_addr(write_addr),  
        .write_data(write_data),  
        .write_mask(write_mask),  
        .read_clk(read_clk),  
        .read_en(read_en),  
        .read_addr(read_addr),  
        .read_data(read_data)  
    );
default:  
    ram_dp_generic #(
        .DataWidth(DataWidth),     
        .DataDepth(DataDepth),  
        .AddrWidth(AddrWidth),    
        .MaskEnable(MaskEnable),    
        .InitFile(InitFile),     
        .InitValue(InitValue),     
        .InitCount(InitCount)     
    ) ram_dp_generic_0 (
        .write_clk(write_clk),   
        .write_en(write_en),    
        .write_addr(write_addr),  
        .write_data(write_data),  
        .write_mask(write_mask),  
        .read_clk(read_clk),    
        .read_en(read_en),     
        .read_addr(read_addr),   
        .read_data(read_data)    
    );
endcase
endgenerate
endmodule
`timescale 1ns/10ps
module ram_dp_generic #(
    parameter DataWidth = 8,
    parameter DataDepth = 1024,
    parameter AddrWidth = 10,
    parameter MaskEnable = 0,
    parameter InitFile = "",
    parameter InitValue = 0,
    parameter InitCount = 0
) (
    input wire write_clk,
    input wire write_en,
    input wire [AddrWidth-1:0] write_addr,
    input wire [DataWidth-1:0] write_data,
    input wire [DataWidth-1:0] write_mask,
    input wire read_clk,
    input wire read_en,
    input wire [AddrWidth-1:0] read_addr,
    output reg [DataWidth-1:0] read_data
);
reg [DataWidth-1:0] mem [0:DataDepth-1];
generate
if(InitCount > 0) begin
    integer i;
    initial begin
        if(InitFile != "") begin
            $readmemh(InitFile, mem, 0, InitCount-1);
        end else begin
            for(i = 0; i < InitCount && i < DataDepth; i = i + 1)
                mem[i] = InitValue[DataWidth-1:0];
        end
        read_data <= mem[0];
    end
end
endgenerate
generate
if(MaskEnable == 0) begin
    always @(posedge write_clk) begin
        if(write_en == 1'b1) mem[write_addr] <= write_data;
    end
end else begin  
    always @(posedge write_clk) begin
        if(write_en == 1'b1) begin
            mem[write_addr] <= (mem[write_addr] & write_mask) | (write_data & ~write_mask);
        end
    end
end
endgenerate
always @(posedge read_clk) begin
    if(read_en == 1'b1) read_data <= mem[read_addr];
end
endmodule
`timescale 1ns/10ps
module synchronizer #(
    parameter Width = 8,
    parameter Stages = 2,
    parameter Init = 0,
    parameter InitValue = 0
) (
    input wire clk,
    input wire reset,
    input wire [Width-1:0] in,
    output wire [Width-1:0] out
);
generate
if(Stages == 0) begin
    assign out = in;
end else begin
    reg [Width*Stages-1:0] shiftreg;
    assign out = shiftreg[Width-1:0];
    always @(posedge clk or posedge reset) begin
        if(reset == 1'b1) begin
            shiftreg <= {Stages{InitValue[Width-1:0]}};
        end else begin
            shiftreg <= {in, shiftreg[Width*Stages-1:Width]};
        end
    end
    if(Init != 0) initial begin
        shiftreg = {Stages{InitValue[Width-1:0]}};
    end
end
endgenerate
endmodule

===== ./run.sh =====
#!/bin/bash
# OpenROAD 26Q1-2900-gdf79404cd8, Yosys 0.63+post, stock flow scripts
make -C /OpenROAD-flow-scripts/flow DESIGN_CONFIG=/design/flow/config.mk WORK_HOME=/design/flow/orfs finish

==> out/results.txt <==
Most repeated library cell on the critical path = buf_4
Chip height = 1470 um
Post-synthesis cell count = 38149
Initial standard-cell utilization of the core = 30.0%
CP cell instances = clkdlybuf4s50_1, and2b_4, xnor2_4, buf_4, buf_4, buf_4, buf_12, buf_4, buf_4, buf_4, buf_4, mux2i_1, mux4_2, nor2_1, or4_1, nor4_1, a311oi_1, buf_4, o32ai_2, buf_4, nor4_2
Unrepaired setup endpoints after global routing = no
Max-slew violation count = 46
Mean area per synthesized cell = 16.9 um^2
Sum of net half-perimeters after detailed placement = 1420000 um
Run status = finished with violations
Max Cap Violations = 8
Worst Hold Launch = read_clk_sync.genblk1.shiftreg[18]$_DFF_PP0_
DRT antenna net count = 0
Num Clock Sinks = 16488
Die x size = 1470 um
Worst Path Buf+Inv = 11
Yosys stat cell total = 38149
Overall power = 3.52 mW
Post-detailed-route wirelength per cell = 31.5 um
GR Util met1 = 20.6%
Count of vias placed by the detailed router = 365533
Final WL = 2220000 um
Core area = 2.14 mm^2
Violations in the final reports = capacitance limit, slew limit
Worst Hold Path Cells = 0
Dominant synthesized flop cell = edfxtp_1
Netlist area before placement = 0.644 mm^2
Vias in the first global route = 375029
Maximum single-stage delay on the critical path = 1.15 ns
Die outline area = 2.15 mm^2
Layout cell share with drive strength beyond 1 = 17.8%
Pin count of the biggest net entering global routing = 105
Slack of the worst reg-to-reg path = 656.21 ns
Setup clock skew after layout = 0.166 ns
Met2 Usage GRT = 29.8%
Grt total ovfl = 0
Clock tree from TritonCTS = built
Via density = 5.18
Slew at the pin closest to its max-slew limit = 1.62 ns
Final hold violation count = 0
Number of port buffers = 38
Most common cell after layout, fill and taps aside = edfxtp_1
Clock transition at path regs = 0.10 ns
Peak VDD IR = 0.00658 mV
Num rows = 538
Global-route usage over all layers = 21.8%
Met3 routing resource usage after global routing = 20.8%
First-pass GRT wire length = 3040000 um
Crit path max-delay family = buffers and inverters
Proportion of register bits with asynchronous set or reset after synthesis = 0.534%
Critical Path Source Type = input pin
Number of enable flip-flop cells = 16384
Yosys warns = 4
Total number of warnings across the stage logs = 54
Antenna violations before repair = 310
Postcts setup bufs = 0
Crit path DAT = 142.83 ns
Cell type of the slowest stage on the worst timing path = o32ai_2
GRT Max-Usage Layer = met2
Number of gates resized after cts = 0
Total of flip-flops plus latches after synthesis = 16488
Required time of the critical path = 666.66 ns
Remaining DRCs = 0
Placer congestion estimate = 0.961
Rel. slew slack = -8.82%
Worst Hold End = read_clk_sync.genblk1.shiftreg[7]$_DFF_PP0_
Violation count after the first detailed-routing iteration = 28954
Area Growth Syn to Fin = 15.4%
Category of the most critical setup path = in2reg
Chip Area, Yosys = 0.644 mm^2
Number of setup violations in the final report = 0
I/O pin count = 40
Seq/Total Area, Yosys = 76.8%
Setup tns final = 0 ns
Launch point of the worst reg-to-reg path = fifo_empty$_DFF_PP1_
Endpoint kind of the worst setup timing path = flip-flop
Number of distinct library cell variants in the gate-level netlist after synthesis = 87
Worst min-delay path class = reg2reg
Ratio of total power to cell area = 4.73 mW/mm^2
First drt pass iteration count = 7
Reported leakage power = 241 nW
Capturing point of the worst reg2reg path = mem.genblk1.ram_dp_generic_0.read_data[9]$_DFF_P_
Top library cells by usage in the layout, fill and taps aside = 16384 x edfxtp_1, 6436 x nand2_1, 3192 x nand3_1, 2642 x buf_4, 1963 x mux4_2
Length in cells of the worst reg-to-reg path = 21
Max FO, Critical Path = 85
[cells in the mapped netlist, drive strengths merged, types with 10 or more instances]
master	n	area, um^2
a2111oi	28	245
a211oi	57	428
a21oi	1673	8370
a221o	16	160
a221oi	533	4670
a22o	32	280
a22oi	179	1340
a311oi	144	1260
a31oi	209	1310
a32oi	30	263
and2	12	75.1
and3	229	1430
buf	1868	10900
clkbuf	649	2440
dfrtp	87	2180
dfxtp	16	320
edfxtp	16384	492000
inv	24	92.6
mux2i	1914	19200
mux4	1963	44200
nand2	6506	24400
nand3	3197	16000
nand4	83	519
nor2	1173	4410
nor3	99	500
nor4	174	1090
o211ai	49	368
o21ai	214	1070
o221ai	10	87.6
o22a	15	131
o22ai	298	1860
o311ai	10	87.6
o31ai	24	180
or3	15	93.8
or4	53	398
xnor2	40	369
xor2	15	131
[per-layer routing]
| layer | vias up | wire (um) |
|---|---|---|
| li1 | 153611 | - |
| met2 | 25350 | 959000 |
| met5 | - | 13000 |
| met1 | 181306 | 627000 |
| met4 | 403 | 151000 |
| met3 | 4863 | 474000 |
[power by group]
part	switching [mW]	total [mW]	internal, mW
sequential	0.00394	1.15	1.14
clock	0.391	0.897	0.506
combinational	1.02	1.47	0.456
[layout make-up]
class                       count  area [um^2]
sequential                  16488       495000
multi-input combinational   19116       139000
tap                         28620        35800
timing repair buffer         2780        22000
inverter                       28          174
antenna                       542         1360
clock inverter                826         6120
fill                       198701      1400000
clock buffer                 2147        44900
[state kept, by name, indices dropped and copies added (netlist names), 10 cells and up]
signal                                  count
read_addr                                  11
mem.genblk1.ram_dp_generic_0.read_data     16
read_clk_sync.genblk1.shiftreg             22
write_clk_sync.genblk1.shiftreg            22
read_addr_gray                             10
write_addr_gray                            10
write_addr                                 11
mem.genblk1.ram_dp_generic_0.mem        16384
[stage by stage]
| stage | std cells | instance area (um^2) | worst slack [ns] | utilization, % | hold WS (ns) |
|---|---|---|---|---|---|
| after floorplan | 38149 | 644000 | 530.04 | - | 0.331 |
| after global placement | 66990 | 690000 | 523.55 | 32.2 | 0.332 |
| after detailed placement | 67005 | 691000 | 523.58 | 32.2 | 0.335 |
| after CTS | 70000 | 742000 | 524.05 | 34.6 | 0.351 |
| after global routing | 70252 | 743000 | 523.71 | 34.7 | 0.358 |
| final | 70547 | 743000 | 523.83 | 34.7 | 0.349 |
[timing repair]
action                                  in CTS  in global routing
endpoints found under the setup margin       0                  0
hold buffers                                22                  0
endpoints found under the hold margin       11                  0
[worst max path at each step]
stage	to	from	cells past startpoint	slack [ns]
CTS	mem.genblk1.ram_dp_generic_0.read_data[4]$_DFF_P_	read_en	19	524.05
global route	mem.genblk1.ram_dp_generic_0.read_data[8]$_DFF_P_	read_en	20	523.71
finish	mem.genblk1.ram_dp_generic_0.read_data[9]$_DFF_P_	read_en	21	523.83
[kinds of logic after synthesis]
kind of cell	synth area share, %
AND/OR/NAND/NOR	7.65
flip-flops	76.8
adder cells (fa/ha/maj)	0.00971
AND-OR/OR-AND	3.53
XOR/XNOR	0.0777
multiplexers	9.85
buffers and inverters	2.09
[worst register-to-register path, cell delays in order, from the launching register on]
cell and delay, ns:
dfstp_2 0.53, buf_4 0.40, and2b_4 0.30, xnor2_4 0.21
buf_4 0.47, buf_4 0.52, buf_4 0.65, buf_12 0.57
buf_4 0.62, buf_4 0.51, buf_4 0.55, buf_4 0.64
mux2i_1 0.32, mux4_2 0.28, nor2_1 0.08, or4_1 0.69
nor4_1 0.71, a311oi_1 0.22, buf_4 0.23, o32ai_2 1.15
buf_4 0.31, nor4_2 0.04
Power figures rest on the tool's default switching activity, not on a simulated workload.
