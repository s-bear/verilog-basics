==> /design/flow/design.v <==
`timescale 1ns/10ps
module uart #(
    parameter ClkFreq = 50000000,
    parameter BaudRate = 9600,
    parameter DataBits = 8,
    parameter StopBits = 1,
    parameter ParityBits = 0,
    parameter ParityOdd = 1,
    parameter Samples = 8,
    parameter Cooldown = 1
)(
    input wire clk,
    input wire reset,
    input wire rx_enable,
    output reg [DataBits-1:0] rx_word,
    output reg rx_error,
    output reg rx_done,
    output wire rx_active,
    input wire tx_start,
    input wire [DataBits-1:0] tx_word,
    output reg tx_done,
    output wire tx_active,
    output wire rtr_n,  
    input wire cts_n,  
    input wire rxd,  
    output reg txd   
);
function integer cdiv;
    input integer a, b;
    begin
        cdiv = a/b;
        if(cdiv*b < a) cdiv = cdiv + 1;
    end
endfunction
function integer clog2;
    input integer a;
    begin
        a = a - 1;
        for(clog2 = 0; a > 0; clog2 = clog2 + 1) a = a >> 1;
    end
endfunction
localparam BaudTicks = ClkFreq / BaudRate;
localparam SampleTicks = ClkFreq / (BaudRate*Samples);
localparam FirstSampleTicks = BaudTicks - SampleTicks*(Samples-1);  
localparam SampleBits = clog2(Samples);
localparam BaudTBits = clog2(BaudTicks);
localparam [3:0]
    RX_IDLE     = 0,
    RX_START    = 1,
    RX_DATA     = 2,
    RX_PARITY   = 3,
    RX_STOP     = 4,
    RX_HOLD     = 5,
    RX_COOLDOWN = 6;
reg [3:0] rx_state, rx_state_D;
reg [2:0] rx_bit, rx_bit_D;
reg rx_error_D, rx_done_D;
reg [DataBits-1:0] rx_word_D;
reg rx_parity, rx_parity_D;
reg [1:0] rxd_sync_reg;  
reg [SampleBits-1:0] rx_samples, rx_samples_D, rx_sample_count, rx_sample_count_D;
reg [BaudTBits-1:0] rx_timer, rx_timer_D;
assign rtr_n = ~rx_enable | rx_error;
wire rxd_sync = rxd_sync_reg[0];
wire rx_sample_bit = rx_samples[SampleBits-1];  
assign rx_active = !(rx_state == RX_IDLE || rx_state == RX_HOLD);
always @* begin
    rx_state_D = rx_state;
    rx_bit_D = rx_bit;
    rx_error_D = rx_error;
    rx_done_D = 0;  
    rx_word_D = rx_word;
    rx_parity_D = rx_parity;
    rx_samples_D = rx_samples;
    rx_sample_count_D = rx_sample_count;
    rx_timer_D = rx_timer;
    if(rx_done) rx_error_D = 0;
    if(rx_timer > 0) begin
        rx_timer_D = rx_timer - 1;
    end else if(rx_sample_count > 0) begin  
        if(rx_sample_bit == 1'b0) rx_samples_D = rx_samples + rxd_sync;
        rx_sample_count_D = rx_sample_count - 1;
        rx_timer_D = SampleTicks - 1;
    end
    case(rx_state)
    RX_IDLE: if(rx_enable == 1'b1 && rxd_sync == 1'b0) begin
        rx_samples_D = 0;
        rx_sample_count_D = Samples-1;
        rx_timer_D = FirstSampleTicks-1;
        rx_state_D = RX_START;
    end
    RX_START: begin  
        if(rx_timer == 0 && rx_sample_count == 0) begin
            if(rx_sample_bit == 1'b0) begin
                rx_state_D = RX_DATA;
                rx_samples_D = 0;
                rx_sample_count_D = Samples-1;
                rx_timer_D = FirstSampleTicks-1;
                rx_bit_D = DataBits-1;
                rx_word_D = 0;
                rx_parity_D = ParityOdd[0];
            end else begin
                rx_state_D = RX_IDLE;
            end
        end
    end
    RX_DATA: begin  
        if(rx_timer == 0 && rx_sample_count == 0) begin
            rx_word_D = {rx_sample_bit, rx_word[DataBits-1:1]};
            rx_parity_D = rx_parity ^ rx_sample_bit;
            rx_samples_D = 0;
            rx_sample_count_D = Samples-1;
            rx_timer_D = FirstSampleTicks-1;
            if(rx_bit == 0) begin
                if(ParityBits == 0) begin
                    rx_state_D = RX_STOP;
                    rx_bit_D = StopBits-1;
                end else begin
                    rx_state_D = RX_PARITY;
                end
            end else begin
                rx_bit_D = rx_bit - 1;
            end
        end
    end
    RX_PARITY: begin
        if(rx_timer == 0 && rx_sample_count == 0) begin
            if(rx_sample_bit != rx_parity) begin
                rx_error_D = 1'b1;
            end
            rx_state_D = RX_STOP;
            rx_bit_D = StopBits-1;
            rx_samples_D = 0;
            rx_sample_count_D = Samples-1;
            rx_timer_D = FirstSampleTicks-1;
        end
    end
    RX_STOP: begin
        if(rx_bit == 0) begin  
            if(rx_sample_bit == 1'b1 && rxd_sync == 1'b0) begin
                if(rx_enable == 1'b1) begin
                    rx_done_D = 1'b1;
                    rx_samples_D = 0;
                    rx_sample_count_D = Samples-1;
                    rx_timer_D = FirstSampleTicks-1;
                    rx_state_D = RX_START;
                end else begin
                    rx_state_D = RX_HOLD;
                end
            end else if (rx_timer == 0 && rx_sample_count == 0) begin
                if(rx_sample_bit == 1'b0) begin
                    rx_error_D = 1'b1; 
                end
                if(rx_enable == 1'b1) begin
                    rx_done_D = 1'b1;
                    if(rxd_sync == 1'b0) begin
                        rx_samples_D = 0;
                        rx_sample_count_D = Samples-1;
                        rx_timer_D = FirstSampleTicks-1;
                        rx_state_D = RX_START;
                    end else begin
                        if(Cooldown > 0) begin
                            rx_samples_D = 0;
                            rx_sample_count_D = Samples-1;
                            rx_timer_D = FirstSampleTicks-1;
                            rx_bit_D = Cooldown-1;
                            rx_state_D = RX_COOLDOWN;
                        end else begin
                            rx_state_D = RX_IDLE;
                        end
                    end
                end else begin
                    rx_state_D = RX_HOLD;
                end
            end
        end else if(rx_timer == 0 && rx_sample_count == 0) begin
            rx_bit_D = rx_bit - 1;
            rx_samples_D = 0;
            rx_sample_count_D = Samples-1;
            rx_timer_D = FirstSampleTicks - 1;
        end
    end
    RX_HOLD: if(rx_enable == 1'b1) begin
        rx_done_D = 1;
        rx_state_D = RX_IDLE;
    end
    RX_COOLDOWN: begin
        if(rxd_sync == 1'b0) begin  
            rx_samples_D = 0;
            rx_sample_count_D = Samples-1;
            rx_timer_D = FirstSampleTicks-1;
            rx_state_D = RX_START;
        end else if(rx_timer == 0 && rx_sample_count == 0) begin
            if(rx_bit == 0) begin
                rx_state_D = RX_IDLE;
            end else begin
                rx_bit_D = rx_bit - 1;
                rx_samples_D = 0;
                rx_sample_count_D = Samples-1;
                rx_timer_D = FirstSampleTicks-1;
            end
        end
    end
    endcase
end
localparam [2:0]
    TX_IDLE     = 0,
    TX_START    = 1,
    TX_DATA     = 2,
    TX_PARITY   = 3,
    TX_STOP     = 4,
    TX_DONE     = 5;
reg [2:0] tx_state, tx_state_D;
reg [2:0] tx_bit, tx_bit_D;
reg tx_done_D, txd_D;
reg [DataBits-1:0] tx_word_sr, tx_word_sr_D;
reg [BaudTBits-1:0] tx_timer, tx_timer_D;
reg tx_parity, tx_parity_D;
reg [1:0] cts_sync_reg;  
wire cts_sync = cts_sync_reg[0];
assign tx_active = (tx_state != TX_IDLE);
always @* begin
    tx_state_D = tx_state;
    tx_bit_D = tx_bit;
    tx_done_D = 0;  
    txd_D = txd;
    tx_word_sr_D = tx_word_sr;
    tx_timer_D = tx_timer;
    tx_parity_D = tx_parity;
    if(tx_timer > 0) tx_timer_D = tx_timer - 1;
    case(tx_state)
    TX_IDLE: begin
        if(cts_sync == 1'b1 && tx_start == 1'b1) begin
            tx_state_D = TX_START;
            tx_word_sr_D = tx_word;
            tx_timer_D = BaudTicks-1;
            tx_parity_D = ParityOdd[0];
            txd_D = 1'b0;  
        end
    end
    TX_START: begin
        if(tx_timer == 0) begin
            tx_timer_D = BaudTicks-1;
            tx_state_D = TX_DATA;
            tx_bit_D = DataBits-1;
            tx_parity_D = tx_parity ^ tx_word_sr[0];
            txd_D = tx_word_sr[0];
            tx_word_sr_D = {1'b1, tx_word_sr[DataBits-1:1]};
        end
    end
    TX_DATA: begin
        if(tx_timer == 0) begin
            tx_timer_D = BaudTicks-1;
            if(tx_bit == 0) begin
                if(ParityBits == 0) begin
                    tx_state_D = TX_STOP;
                    tx_bit_D = StopBits-1;
                    txd_D = 1'b1;
                end else begin
                    tx_state_D = TX_PARITY;
                    txd_D = tx_parity;
                end
            end else begin
                tx_bit_D = tx_bit - 1;
                txd_D = tx_word_sr[0];
                tx_parity_D = tx_parity ^ tx_word_sr[0];
                tx_word_sr_D = {1'b1, tx_word_sr[DataBits-1:1]};
            end
        end
    end
    TX_PARITY: begin
        if(tx_timer == 0) begin
            tx_timer_D = BaudTicks-1;
            tx_state_D = TX_STOP;
            tx_bit_D = StopBits-1;
            txd_D = 1'b1;
        end
    end
    TX_STOP: begin
        if(tx_timer == 0) begin
            if(tx_bit == 0) begin
                tx_state_D = TX_DONE;
                tx_done_D = 1'b1;
            end else begin
                tx_timer_D = BaudTicks-1;
                tx_bit_D = tx_bit - 1;
            end
        end
    end
    TX_DONE: begin
        tx_state_D = TX_IDLE;
    end
    endcase
end
always @(posedge clk) begin
    if(reset) begin
        rx_state <= RX_IDLE;
        rx_bit <= 0;
        rx_error <= 0;
        rx_done <= 0;
        rx_word <= 0;
        rx_parity <= 0;
        rx_samples <= 0;
        rx_sample_count <= 0;
        rx_timer <= 0;
        rxd_sync_reg <= 0;
        tx_state <= TX_IDLE;
        tx_bit <= 0;
        tx_done <= 0;
        txd <= 1'b1;  
        tx_word_sr <= 0;
        tx_timer <= 0;
        tx_parity <= 0;
        cts_sync_reg <= 0;
    end else begin
        rx_state <= rx_state_D;
        rx_bit <= rx_bit_D;
        rx_error <= rx_error_D;
        rx_done <= rx_done_D;
        rx_word <= rx_word_D;
        rx_parity <= rx_parity_D;
        rx_samples <= rx_samples_D;
        rx_sample_count <= rx_sample_count_D;
        rx_timer <= rx_timer_D;
        rxd_sync_reg <= {rxd, rxd_sync_reg[1]};
        tx_state <= tx_state_D;
        tx_bit <= tx_bit_D;
        tx_done <= tx_done_D;
        txd <= txd_D;
        tx_word_sr <= tx_word_sr_D;
        tx_timer <= tx_timer_D;
        tx_parity <= tx_parity_D;
        cts_sync_reg <= {~cts_n, cts_sync_reg[1]};
    end
end
endmodule
==> /design/flow/run.sh <==
#!/bin/bash
# OpenROAD 26Q1-2900-gdf79404cd8, Yosys 0.63+post, stock flow scripts
make -C /OpenROAD-flow-scripts/flow DESIGN_CONFIG=/design/flow/config.mk WORK_HOME=/design/flow/orfs finish
==> /design/flow/config.mk <==
export PLATFORM = sky130hd
export DESIGN_NAME = uart
export DESIGN_NICKNAME = uart
export VERILOG_FILES = /design/flow/design.v
export SDC_FILE = /design/flow/constraint.sdc
export NUM_CORES = 4
export LEC_CHECK = 1
export CORE_UTILIZATION = 40
==> /design/flow/constraint.sdc <==
current_design uart

set clk_period 5.7
set clk_io_pct 0.2

create_clock -name clk0 -period $clk_period [get_ports {clk}]

set non_clock_inputs [all_inputs -no_clocks]
set_input_delay [expr $clk_period * $clk_io_pct] -clock clk0 $non_clock_inputs
set_output_delay [expr $clk_period * $clk_io_pct] -clock clk0 [all_outputs]
==> flow_metrics.py <==
# Flow results
metrics = {
    "global_route": {
        "met2_usage": 0.288,
        "grt_use_met1": 0.277,
        "grt_pass1_wl_um": 15100,
        "grt_usage": 0.183,
        "grt_max_degree": 33,
        "grtUsageMet3": 0.0264,
        "grt.overflow.total": 0,
        "grt_pass1_vias": 3248,
        "grt.busiest_layer": "met2",
        "antenna_found_initial": 0,
    },
    "setup_path": {
        "path_class": "in2out",
        "cp_cell_sequence": "clkdlybuf4s50_1, nand2b_1, clkdlybuf4s50_1",
        "crit_top_cell": "clkdlybuf4s50_1",
        "critPathSlowestCell": "clkdlybuf4s50_1",
        "crit_buf_inv": 2,
        "cp-start-kind": "input pin",
        "cp.required_ns": 4.56,
        "path_max_fanout": 13,
        "critPathCaptureType": "primary output",
        "crit_arrival_ns": 2.45,
        "critPathTopFamily": "buffers and inverters",
        "critPathMaxStageDelay_ns": 0.65,
    },
    "worst_hold_path": {
        "min-delay-path-class": "reg2reg",
    },
    "synthesis": {
        "yosys_area_sq_mm": 0.00399,
        "ys_cells": 483,
        "synth_area_leader_cell": "dfxtp_1",
        "yosysWarnings": 1,
        "top_cells_by_count": "dfxtp_1, a21oi_1, nor2_1",
        "synth-main-ff-cell": "dfxtp_1",
        "synth-async-reset-ratio": 0,
        "synth.most_common_cell": "dfxtp_1",
        "synth_area_sq_mm": 0.00399,
        "ys_top_cells_by_area": "dfxtp_1, a21oi_1, nor2_1",
        "postSynthCellCount": 483,
        "ys_ff": 71,
        "synth_top_area_share": 0.356,
        "edf_count": 0,
        "syn_avg_cell_area_sq_um": 8.26,
        "synth_cell_types": 70,
        "seq_area_frac_synth": 0.356,
    },
    "finish": {
        "area_delta_synth_final_pct": 15.3,
        "combGateArea_sq_mm": 0.00234,
        "fillers": 924,
        "largestRegisters": "rx_timer (13), tx_timer (13)",
        "seq_area_sq_mm": 0.00142,
        "drive_gt1_frac": 0.0931,
    },
    "clock_tree": {
        "cts_resized": 0,
        "cts-buffers-inserted": 9,
        "clock-root-buffer": "clkbuf_8",
        "clk_pin_slew_ns": 0.08,
        "clock_latency_ns": 0.35,
        "cts_tree": "built",
        "cts_setup_buffers": 0,
        "clk_path_buf_depth": 2,
        "htree_levels": 3,
        "cts_sinks": 71,
        "cts_hold_buffers": 0,
    },
    "die": {
        "dieArea_sq_mm": 0.0104,
        "die_y_um": 102,
        "rows": 36,
        "num_io_pins": 29,
        "core_area_sq_mm": 0.00973,
        "die_w_um": 102,
        "initCoreUtil": 0.410,
    },
    "place": {
        "pre_cts_ws_ns": 2.11,
        "place_congestion": 0.913,
        "dpl.hpwl_um": 6030,
        "portBuffers": 28,
    },
    "sta": {
        "timing.hold.ws_ns": 0.447,
        "drv_slew": 0,
        "period_minus_slack_ns": 3.59,
        "tns_ns": 0,
        "setup_violations": 0,
        "tightestPinTransition_ns": 0.686,
        "finalClockPeriodUsage": 0.630,
        "final_hold_viol_count": 0,
        "rsz0062_at_grt": "false",
        "slew-limit-headroom": 0.539,
        "clock.fmax_mhz": 278,
        "setup_ws_ns": 2.11,
        "finClkSkew_ns": 0.0114,
    },
    "routing": {
        "drcViolationCount": 0,
        "wl_per_cell_um": 13.9,
        "dr_total_vias": 3483,
        "drtIter0Drc": 172,
        "wirelength_um": 8850,
        "num_antenna_cells": 0,
        "vias_per_cell": 5.46,
        "dr.pass1.iters": 4,
        "postRouteAntennaNets": 0,
    },
    "power": {
        "power.density_mw_per_mm2": 424,
        "vdd_drop_max_mv": 0.182,
        "total_power_w": 0.00195,
        "p_leak_nw": 1.64,
    },
    "flow_run": {
        "warnings": 29,
        "drv_cap": 0,
    },
    "status": {
        "outcome": "finished, final reports clean",
    },
}
-- report_power, final --
part,switching [W],internal (W)
clock,0.000197,0.000292
sequential,0.0000965,0.000582
combinational,0.000463,0.000321
-- kinds of logic after synthesis --
logic type / Yosys count / share of synthesized area
adder cells (fa/ha/maj): 12 / 0.0376
AND/OR/NAND/NOR: 177 / 0.255
AND-OR/OR-AND: 143 / 0.240
flip-flops: 71 / 0.356
buffers and inverters: 57 / 0.0565
XOR/XNOR: 17 / 0.0373
multiplexers: 6 / 0.0169
-- worst register-to-register path, stage by stage, from the launching register on --
cell,delay (ns)
dfxtp_1,0.35
nor4_1,0.59
and4_1,0.62
inv_1,0.32
ha_1,0.38
a21oi_1,0.04
mux2_2,0.26
o32ai_1,0.21
-- worst paths after layout --
| check | start | to | slack [ns] | cells past startpoint |
|---|---|---|---|---|
| worst max-delay path | rx_enable | rtr_n | 2.11 | 3 |
| worst min-delay path | cts_sync_reg[1] | cts_sync_reg[0] | 0.45 | 1 |
| worst max register to register | tx_timer[3] | tx_timer[0] | 2.85 | 7 |
| worst min register to register | cts_sync_reg[1] | cts_sync_reg[0] | 0.45 | 1 |
-- placed cells by master (no fill, tap or decap), types with 3 or more instances in the layout --
cell type,Yosys,final
or3_1,3,3
nor3_1,23,23
nand4_1,10,10
a211oi_1,16,16
clkdlybuf4s50_1,0,27
nand2_1,31,31
buf_4,2,5
dfxtp_1,71,71
o21ai_0,20,20
bufinv_16,0,3
nor4_1,5,5
ha_1,12,12
or3b_2,3,3
xor2_1,13,13
mux2i_1,3,3
xnor2_1,4,4
o31ai_1,4,4
a21oi_1,54,54
or4_1,4,4
o22ai_1,3,3
o21a_1,3,3
nor2_1,41,41
inv_1,29,29
a31oi_1,4,4
nand3_1,15,15
nor4_4,4,4
a21o_1,4,4
nor2b_1,12,12
a211o_1,10,10
nand2b_1,8,8
clkbuf_8,0,9
-- final cells by class --
type	count	share of cell area
Clock buffer	9	0.0269
Timing Repair Buffer	33	0.0680
Sequential cell	71	0.309
Tap cell	133	0.0362
Inverter	30	0.0245
Clock inverter	7	0.0261
Multi-Input combinational cell	355	0.509
-- per-stage QoR --
| stage | instances | util | cell area [sq um] |
|---|---|---|---|
| floorplan | 483 | - | 3990 |
| CTS | 638 | 0.473 | 4600 |
| finish | 638 | 0.473 | 4600 |
| global placement | 622 | 0.448 | 4360 |
| global route | 638 | 0.473 | 4600 |
| detailed placement | 622 | 0.448 | 4360 |
-- per-layer routing --
layer / up-vias / wire length, um
met1: 1622 / 4460
li1: 1801 / -
met2: 47 / 3930
met5: - / 0
met4: 0 / 165
met3: 13 / 292
Power figures rest on the tool's default switching activity, not on a simulated workload.
